**design/flow/config.mk**
```make
export PLATFORM = sky130hd
export DESIGN_NAME = ALU_4bit_dataflow
export DESIGN_NICKNAME = ALU_4bit_dataflow
export VERILOG_FILES = /design/flow/design.v
export SDC_FILE = /design/flow/constraint.sdc
export NUM_CORES = 4
export LEC_CHECK = 1
export CORE_AREA = 10 10 82 82
export DIE_AREA = 0 0 92 92
```
**design/flow/constraint.sdc**
```tcl
current_design ALU_4bit_dataflow

set clk_period 2.8
set clk_io_pct 0.2

create_clock -name clk0 -period $clk_period

set non_clock_inputs [all_inputs -no_clocks]
set_input_delay [expr $clk_period * $clk_io_pct] -clock clk0 $non_clock_inputs
set_output_delay [expr $clk_period * $clk_io_pct] -clock clk0 [all_outputs]
```
**design/flow/design.v**
```verilog
module ALU_4bit_dataflow (
    input [3:0] A,
    input [3:0] B,
    input [2:0] ALU_OP,
    output [3:0] out
);
assign out = (ALU_OP == 3'b000) ? A + B :
            (ALU_OP == 3'b001) ? A - B :
(ALU_OP == 3'b010) ? ~(A & B) :
(ALU_OP == 3'b011) ? ~(A | B) :
(ALU_OP == 3'b100) ? (A < B) ? 4'b1 : 4'b0:
(ALU_OP == 3'b101) ? (A == B) ? 4'b1 : 4'b0:
(ALU_OP == 3'b110) ? (B[1:0] == 2'b00) ? A : (B[1:0] == 2'b01)
? (A << 1) : (B[1:0] == 2'b10) ? (A << 2) : (A << 3) :
(ALU_OP == 3'b111) ? (B[1:0] == 2'b00) ? A : (B[1:0] == 2'b01)
? (A >> 1) : (B[1:0] == 2'b10) ? (A >> 2) : (A >> 3) : 4'bxxxx;  
endmodule
module lab4_q2a_tb();
reg[3:0]A,B;
reg[2:0]ALU_OP;
wire[3:0]out;
ALU_4bit_dataflow a1(A,B,ALU_OP,out);
initial
begin
    $dumpfile("ALU_RTL_dataflow.vcd");
    $dumpvars(0,lab4_q2a_tb);
    ALU_OP=3'b000;A=4'b1100;B=4'b0011;
    #10;
    ALU_OP=3'b001;A=4'b1100;B=4'b0011;
    #10;
    ALU_OP=3'b010;A=4'b1100;B=4'b0011;
    #10;
    ALU_OP=3'b011;A=4'b1100;B=4'b0010;
    #10;
    ALU_OP=3'b100;A=4'b0110;B=4'b0011;
    #10;
    ALU_OP=3'b101;A=4'b1010;B=4'b1010;
    #10;
    ALU_OP=3'b110;A=4'b1010;B=4'b0010;
    #10;
    ALU_OP=3'b111;A=4'b1010;B=4'b0010;
    #10;
end
initial begin
$monitor("ALU_OP = %b, A = %b, B = %b, out = %b",ALU_OP,A,B,out); end
endmodule
```
**design/flow/run.sh**
```bash
#!/bin/bash
# OpenROAD 26Q1-2900-gdf79404cd8, Yosys 0.63+post, stock flow scripts
make -C /OpenROAD-flow-scripts/flow DESIGN_CONFIG=/design/flow/config.mk WORK_HOME=/design/flow/orfs finish
```
==> results.cfg <==
; synthesis and place-and-route metrics
[outcome]
status = finished clean

[floorplanning]
dieArea_sq_mm = 0.008464
core_sq_mm = 0.005075
die_height_um = 92
fp-row-count = 26
dieWidth_um = 92
top_level_ports = 15
initCoreUtil_pct = 15.26

[global_route]
grt_pass1_wl_um = 4519
grt_use_total_pct = 6.209
overflow = 0
antenna_found_initial = 0
grt_max_degree = 15
grt_pass1_vias = 925

[power]
ir_worst_vdd_v = 0.00003731
leakagePower_nw = 0.6048
power_uw = 225.1
powerDensity_mw_per_mm2 = 159.1

[setup_path]
cp.arrival_ps = 2180
cp-start-kind = input port
critPathKind = input port to primary output
path_max_fanout = 6
endpoint_kind = primary output
critical_path_required_ps = 2240

[sta]
hold_viol = 0
slew_viol_final = 0
post-route-period-util_pct = 97.94
finalSetupTns_ps = 0
worst_pin_slew_ps = 314.6
slew_headroom_pct = 78.99
rsz0062_at_grt = yes
fmax_mhz = 364.7
fin_ws_ps = 57.71
fin_crit_ps = 2742
setup_violations = 0

[cells_and_area]
lay_top_count = buf_4
area_growth_pct = 82.71
drive_above_1_share_pct = 53.69
clock_buffers = 0
ff_count = 0
regArea_sq_um = 0
finalNonFillerCells = 219
lay_top_cells = buf_4 (32), buf_6 (8), inv_2 (6), ha_4 (6)

[yosys]
yosys_warnings = 0
syn_area_sq_um = 774.5
synthTopCellsByArea = ha_1 (19%), inv_1 (5.3%), a21oi_1 (5.2%)
ys_cells = 102
synth.top_cell.area_share_pct = 19.39
avgSynthCellArea_sq_um = 7.593
yosysTopAreaCell = ha_1
ys_area_sq_um = 774.5
syn_inst = 102
ys_seq_share_pct = 0
synth_cell_types = 46

[route]
via_per_inst = 4.237
first_iter_violations = 40
num_antenna_cells = 0
dr.pass1.iters = 4
wirelength_um = 2715
routedWlPerCell_um = 12.40
ant_nets = 0
vias = 928
drc = 0

[placed_design]
hpwl_um = 1998
io_buffers = 15
dp_slack_ps = -723.4
dp.cells = 210
gp_congestion = 0.8859

[worst_hold_path]
hold_path_class = input port to primary output
worstHoldStart = ALU_OP[0]
hold_end = out[1]
min_path_cells = 4

[run]
drv_cap = 0
log.warning_count = 42
-- per-stage QoR --
stage               hold slack (ps)  util, %  area (sq um)
floorplan                      1315        -         774.5
global placement               2349    23.47          1191
detailed placement             2344    23.47          1191
CTS                            1850    26.65          1353
global route                   1723    27.88          1415
finish                         1677    27.88          1415
-- synthesized netlist by cell type (2+ instances only) --
cell       number
o21ai_1         2
nand3b_1        4
o21ai_0         2
ha_1           12
a2111oi_0       2
o21a_1          2
xor2_1          2
a21oi_1         8
nor3_1          2
buf_2           4
nand3_1         2
nand2_1         4
fa_1            2
a21boi_1        2
nor2_1          3
a31oi_1         5
mux2i_1         4
a211oi_1        2
inv_1          11
-- layout make-up --
class	count	area, sq um
Multi-Input combinational cell	82	830.8
Inverter	13	53.80
Tap cell	70	87.58
Timing Repair Buffer	54	442.9
Fill cell	549	3660
-- logic make-up (layout without fill, tap and decap cells) --
logic type | count (synthesis) | count (layout) | synth area share, %
adder cells (fa/ha/maj) | 14 | 14 | 24.56
buffers and inverters | 20 | 67 | 12.60
multiplexers | 5 | 5 | 8.078
AND-OR/OR-AND | 36 | 36 | 32.96
XOR/XNOR | 2 | 2 | 2.262
AND/OR/NAND/NOR | 25 | 25 | 19.55
-- layer usage --
| metal | GRT usage, % | wire length, um | vias to the layer above |
|---|---|---|---|
| met4 | 0.5141 | 19 | 0 |
| li1 | - | - | 473 |
| met2 | 10.06 | 1223 | 22 |
| met3 | 0.4119 | 70 | 2 |
| met5 | 0 | 0 | - |
| met1 | 9.140 | 1402 | 431 |
-- repair_timing --
action,4_1_cts,5_1_grt
hold endpoints to repair,0,0
setup endpoints to repair,4,4
hold buffers,0,0
gates resized,50,27
buffers inserted,8,1
pin swaps,12,16
-- worst max path at each step --
stage,startpoint,to,slack [ps],depth (start not counted)
after global routing,A[2],out[3],-3,8
after CTS,B[1],out[2],-20,8
final,A[2],out[3],60,8
-- critical path, cell delays in order --
cell,delay [ps]
dlygate4sd2_1,240
inv_1,80
ha_4,320
nand3_2,110
and4_1,220
a2111oi_2,320
o32ai_2,130
clkdlybuf4s15_1,200
-- power by group --
| part | total, mW | switching [mW] | internal (mW) | leakage [nW] |
|---|---|---|---|---|
| registers | 0 | 0 | 0 | 0 |
| clock network | 0 | 0 | 0 | 0 |
| logic | 0.225 | 0.104 | 0.121 | 0.605 |
| total | 0.225 | 0.104 | 0.121 | 0.605 |
No activity file was given, so power comes from the tool's default toggle rates.
