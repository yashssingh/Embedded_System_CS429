--- ./config.mk ---
export PLATFORM = sky130hd
export DESIGN_NAME = adder_flag
export DESIGN_NICKNAME = adder_flag
export VERILOG_FILES = /design/flow/design.v
export SDC_FILE = /design/flow/constraint.sdc
export NUM_CORES = 4
export LEC_CHECK = 1
export CORE_AREA = 10 10 70 70
export DIE_AREA = 0 0 80 80
--- ./constraint.sdc ---
current_design adder_flag

set clk_period 6.4
set clk_io_pct 0.2

create_clock -name clk0 -period $clk_period

set non_clock_inputs [all_inputs -no_clocks]
set_input_delay [expr $clk_period * $clk_io_pct] -clock clk0 $non_clock_inputs
set_output_delay [expr $clk_period * $clk_io_pct] -clock clk0 [all_outputs]
--- ./design.v ---
module adder_flag(input [7:0] A, B, output [7:0] Sum, output reg [4:0] Flags);
wire [7:0] sum_intermediate;
wire carry_intermediate;
assign {sum_intermediate, carry_intermediate} = A + B;
assign Sum = sum_intermediate;
assign Flags[0] = (Sum == 8'b0) ? 1'b1 : 1'b0;
assign Flags[1] = (Sum ^ (Sum >> 1)) & 1'b1;
assign Flags[2] = carry_intermediate & sum_intermediate[4];
assign Flags[3] = (Sum[0] == 1'b0);
assign Flags[4] = carry_intermediate;
endmodule
--- ./run.sh ---
#!/bin/bash
# OpenROAD 26Q1-2900-gdf79404cd8, Yosys 0.63+post, stock flow scripts
make -C /OpenROAD-flow-scripts/flow DESIGN_CONFIG=/design/flow/config.mk WORK_HOME=/design/flow/orfs finish
==> GITHUB_STEP_SUMMARY <==
## PnR job results

| Metric | Value |
|---|---|
| Status | `finished, final reports clean` |
| LEAKAGE | `around 0.31 nW` |
| Post-Syn Area | `approximately 420 µm²` |
| Peak supply drop | `0.04812 mV` |
| GRT Total Usage | `under 10%` |
| Synth Seq Share | `0%` |
| Core area | `3416 µm²` |
| Hold Path Class | `in2out` |
| Setup TNS | `0 ps` |
| Design Area, Final | `~750 µm²` |
| CTS Hold Bufs | `0` |
| Measured slew at the worst slew-check pin | `550.2 ps` |
| Die Y-Extent | `80 µm` |
| Clkbuf count | `0` |
| Via density | `roughly 3.7` |
| Max Freq | `between 150 and 200 MHz` |
| Worst slew margin | `63.32%` |
| Final hold violation count | `0` |
| Pre-Repair DR Iteration Count | `2` |
| Avg Synthesized Cell Area | `between 8 and 9 µm²` |
| Die Footprint | `6400 µm²` |
| Total routed wirelength | `1456 µm` |
| Cycle use final | `a little over four fifths` |
| Yosys warns | `5` |
| Gate Count Post-Synth | `51` |
| WS Path Type | `in2out` |
| Gpl congestion | `between 0.7 and 0.8` |
| Vias | `~470` |
| PwrDens | `104.2 nW/µm²` |
| Most numerous logic cell after layout | `clkdlybuf4s50_1` |
| Vias in the first global route | `~500` |
| Synth cell types | `29` |
| YS chip area | `between 400 and 500 µm²` |
| Area Overhead vs Synth | `80.78%` |
| Tally of OpenROAD warnings | `32` |
| Area of placed instances | `about 750 µm²` |
| Initial antenna violation count | `0` |
| DRC | `0` |
| Fin Hold WS | `3613 ps` |
| RSZ-0062 raised after global routing | `false` |
| PortBufs | `29` |
| CTS resizes | `0` |
| Global-route wire length before repair | `between 2000 and 2500 µm` |
| Routed wire per std cell | `around 12 µm` |
| Final HPWL DP | `between 1000 and 1500 µm` |
| # Post-CTS Setup Buffers | `0` |
| Worst Path Required | `just over 5000 ps` |
| Final ANT Viol Nets | `0` |
| First DRT Iteration DRCs | `4` |
| Nature of the critical path endpoint | `output port` |
| GRT overflow | `0` |
| Top Layout Cells | `29 x clkdlybuf4s50_1, 9 x ha_1, 5 x nand2_1` |
| Starting density of the core | `12.20%` |
| CP startpoint kind | `input port` |
| Layout cells sized above 1 | `about 3.8%` |
| Min Clock Period, post-route | `about 5300 ps` |
| Final setup viols | `0` |
| Yosys cell count | `around 50` |
| Hold depth | `3` |
| Die Width | `approximately 80 µm` |
| CP Data Arrival Time | `approximately 4100 ps` |
| Final slew viol count | `0` |
| CP max FO | `3` |
| Largest net degree at the start of global routing | `10` |
| ANT cells | `0` |
| FF+latch count | `0` |
| Cell Rows | `21` |
| Storage element area | `0 µm²` |
| I/O pins | `29` |
| Maxcap violations | `0` |
==> metrics by stage <==
stage,setup slack [ps],instances,power (mW),util [%]
2_1_floorplan,2177,51,0.03326,-
3_3_place_gp,1105,125,0.07921,22.05
3_5_place_dp,1077,125,0.07964,22.05
4_1_cts,1056,125,0.08019,22.05
5_1_grt,806.7,125,0.08749,22.05
6_report,1060,125,0.07845,22.05
==> power breakdown <==
group	leakage, nW	internal, mW	switching (mW)	total (mW)
clock	0	0	0	0
combinational	0.315	0.0500	0.0285	0.0785
sequential	0	0	0	0
==> routing by layer <==
layer	global-route usage (%)	routed length, µm	vias up
li1	-	-	249
met1	6.163	718	206
met2	8.026	694	12
met3	0.4545	44	0
met4	0	0	0
met5	0	0	-
==> layout make-up <==
class,instances,area [µm²]
fill,395,2663
multi-input combinational,47,394.1
timing repair buffer,29,290.3
tap,46,57.56
inverter,3,11.26
==> worst max-delay path, cell delays in order <==
cell and delay [ps]:
clkdlybuf4s50_1 400, ha_1 230, fa_1 400, a21o_1 220, a221oi_1 510, xnor2_1 170
a2bb2oi_1 170, nor4_2 160, clkdlybuf4s50_1 520
==> cells by family (layout without fill, tap and decap cells) <==
| group | Yosys count | in the layout | synth area share, % |
|---|---|---|---|
| adder cells (fa/ha/maj) | 10 | 10 | 31.83 |
| XOR/XNOR | 4 | 4 | 8.410 |
| AND/OR/NAND/NOR | 19 | 19 | 27.63 |
| AND-OR/OR-AND | 13 | 13 | 24.32 |
| buffers and inverters | 4 | 32 | 5.405 |
| multiplexers | 1 | 1 | 2.402 |
==> path summary, 6_finish.rpt <==
kind,to,startpoint,slack [ps]
setup / recovery,Flags[0],A[0],1060
hold / removal,Flags[4],B[0],3610
==> synthesized netlist by cell type <==
cell type  number  share of area [%]
a2111oi_0       1                2.1
a21boi_0        1                1.8
a21o_1          3                5.4
a21oi_1         1                1.2
a21oi_2         1                2.1
a221oi_1        2                4.2
a2bb2oi_1       1                2.1
a311o_1         1                2.4
and2_1          1                1.5
and2b_1         1                1.8
and3_1          1                1.5
and4b_1         1                2.4
buf_6           1                2.7
fa_1            1                4.8
ha_1            9                 27
inv_1           3                2.7
mux2i_1         1                2.4
nand2_1         5                4.5
nand2b_1        2                3.0
nand3_1         1                1.2
nor2_1          3                2.7
nor2b_1         1                1.5
nor3_1          1                1.2
nor4_2          1                3.0
o211ai_1        1                1.8
o21ai_0         1                1.2
or4b_4          1                3.3
xnor2_1         2                4.2
xor2_1          2                4.2
Power and IR drop assume default switching activity.
