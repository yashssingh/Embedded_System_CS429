**flow/run.sh**
```bash
#!/bin/bash
# OpenROAD 26Q1-2900-gdf79404cd8, Yosys 0.63+post, stock flow scripts
make -C /OpenROAD-flow-scripts/flow DESIGN_CONFIG=/design/flow/config.mk WORK_HOME=/design/flow/orfs finish
```
**flow/config.mk**
```make
export PLATFORM = sky130hd
export DESIGN_NAME = ALU_Beh_dataflow
export DESIGN_NICKNAME = ALU_Beh_dataflow
export VERILOG_FILES = /design/flow/design.v
export SDC_FILE = /design/flow/constraint.sdc
export NUM_CORES = 4
export LEC_CHECK = 1
export CORE_AREA = 10 10 70 70
export DIE_AREA = 0 0 80 80
```
**flow/design.v**
```verilog
module ALU_Beh_dataflow (
    input [3:0] A,
    input [3:0] B,
    input [2:0] ALU_OP,
    output reg [3:0] out
);
always @(*) begin
    case (ALU_OP)
        3'b000: out = A + B;
        3'b001: out = A - B;
        3'b010: out = ~(A & B);
        3'b011: out = ~(A | B);
        3'b100: out =(A < B) ? 4'b1 : 4'b0; 3'b101: out = (A == B) ? 4'b1 : 4'b0; 3'b110: out = A << B[1:0];
3'b111: out = A >> B[1:0];
        default: out = 4'bxxxx;
    endcase
end
endmodule
module ALU_behavioral_tb();
reg[3:0]A,B;
reg[2:0]ALU_OP;
wire[3:0]out;
ALU_Beh_dataflow a1(A,B,ALU_OP,out);
initial
begin
    $dumpfile("ALU_dataflow_beh.vcd");
    $dumpvars(0,ALU_behavioral_tb);
    ALU_OP=3'b000;A=4'b1010;B=4'b0101;
    #10;
    ALU_OP=3'b001;A=4'b1010;B=4'b0101;
    #10;
    ALU_OP=3'b010;A=4'b1010;B=4'b0101;
    #10;
    ALU_OP=3'b011;A=4'b1010;B=4'b0101;
    #10;
    ALU_OP=3'b100;A=4'b1010;B=4'b0101;
    #10;
    ALU_OP=3'b101;A=4'b1010;B=4'b0101;
    #10;
    ALU_OP=3'b110;A=4'b1010;B=4'b0101;
    #10;
    ALU_OP=3'b111;A=4'b1010;B=4'b0101;
    #10;
end
initial begin
$monitor("ALU_OP = %b, A = %b, B = %b, out = %b",ALU_OP,A,B,out); end
endmodule
```
**flow/constraint.sdc**
```tcl
current_design ALU_Beh_dataflow

set clk_period 2.9
set clk_io_pct 0.2

create_clock -name clk0 -period $clk_period

set non_clock_inputs [all_inputs -no_clocks]
set_input_delay [expr $clk_period * $clk_io_pct] -clock clk0 $non_clock_inputs
set_output_delay [expr $clk_period * $clk_io_pct] -clock clk0 [all_outputs]
```
==> job_summary.md <==
### Metrics collected by this job

| Metric | Value |
|---|---|
| Tool Warnings | `approximately 43` |
| Mux share | `roughly 16%` |
| Startpoint types | `primary input` |
| Syn. warnings | `1` |
| WP data arrival | `~2200 ps` |
| Worst hold path type | `in2out` |
| N_diodes | `0` |
| Synth Area per Inst | `7.79 sq um` |
| CP max-delay cell | `fa_1` |
| CTS Hold Buffers Added | `0` |
| Post-Synthesis Cells | `83` |
| CP required | `2320 ps` |
| Mapped Area | `647 sq um` |
| Max-cap viol count | `0` |
| I/O Buffers | `15` |
| HPWL after detailed placement | `1.42 mm` |
| FILL cells | `about 360` |
| DR iter-0 viols | `46` |
| Largest net degree at the start of global routing | `16` |
| Final hold violations | `0` |
| Fin crit share | `97.4%` |
| Die height | `80 microns` |
| Top cells by area | `ha_1 25%, mux2i_1 9.3%, inv_1 6.4%` |
| CP Max Fanout | `4` |
| Worst slack, placed | `-628 ps` |
| Seq cells | `0` |
| Die width | `80 microns` |
| Slew HR | `76.9%` |
| CP delay by family, top | `buffers and inverters` |
| Peak supply drop | `29.9 uV` |
| Cell Rows | `21` |
| Crit path kind | `in2out` |
| Pwr dens | `about 150 nW/um^2` |
| Synth top area share | `approximately 25%` |
| Distinct cells, synth | `32` |
| Worst-path cell chain | `dlygate4sd2_1, buf_6, fa_1, inv_1, mux4_2, o22ai_2, clkbuf_2` |
| Global-route wire length before repair | `2.85 mm` |
| Slowest stage delay, CP | `520 ps` |
| Yosys Chip Area | `647 sq um` |
| Share of cells above drive strength 1 | `36.8%` |
| Drc violations | `0` |
| Largest logic family | `adder cells` |
| Area Overhead vs Synth | `58.8%` |
| Total wire length | `~1.8 mm` |
| Vias in the first global route | `646` |
| Ao+oa area frac | `approximately a quarter` |
| Simple-gate share of the synthesized area | `13.9%` |
| Fmax achieved | `approximately 350 MHz` |
| Number of instances in the placed design | `156` |
| TritonRoute pass-1 iters | `4` |
| Die area | `approximately 6400 sq um` |
| I/O pin count | `15` |
| Non-filler instance count after layout | `160` |
| Vias | `685` |
| Sequential area share after synthesis | `0%` |
| Worst-Margin Slew | `about 350 ps` |
| Adder-cell share of the synthesized area | `31.3%` |
| CP Capture Type | `output port` |
| RSZ-0062 raised after global routing | `true` |
| Antenna Nets Post-Route | `0` |
| Synth area leader | `ha_1` |
| Outcome | `completed` |
| Total Power | `149 uW` |
| Storage element area | `0 sq um` |
| Final WS setup | `75.3 ps` |
| Vias per cell | `4.28` |
| P_leak | `0.484 nW` |
| GPL Wtd Cong | `0.851` |
| WL/cell | `around 11 microns` |
| Post-synthesis cell count from yosys | `83` |
| Antenna violations before repair | `0` |
| Floorplan Core Area | `3420 sq um` |
| Initial Util | `around a fifth` |
| Synth Area in XOR/XNOR | `2.71%` |
| Final Critical Period | `2820 ps` |
| Count of pins over their slew limit | `0` |
| Buf/Inv on CP | `4` |
| Tot GR Track Use | `5.14%` |
| Logic area | `612 sq um` |
| Clk_buf instances | `0` |
| Final setup vio count | `0` |
| Grt ovf | `0` |
==> kinds of logic (layout without fill, tap and decap cells) <==
family / Yosys count / count (layout)
mux: 9 / 9
buf+inv: 18 / 49
fa+ha+maj: 15 / 15
xor+xnor: 2 / 2
simple gates: 19 / 19
compound gates: 20 / 20
==> cell type report <==
class                           instances  area share, %
Multi-Input combinational cell         65           59.6
Timing Repair Buffer                   37           30.2
Tap cell                               46           5.60
Inverter                               12           4.63
==> metal layers <==
metal	share of wire, %	GRT usage (%)	up-vias
met1	51	7.46	311
met5	0	0	-
met3	5.1	0.795	2
met4	0.85	0.528	0
met2	43	8.03	14
li1	-	-	358
==> timing repair <==
action / 4_1_cts / 5_1_grt
gates resized: 30 / 2
pin swaps: 4 / 2
endpoints found under the setup margin: 4 / 4
setup buffers: 3 / 1
==> tightest hold or removal path, delay by kind of cell <==
kind	cells	cell delay, ps
buf+inv	2	320
compound gates	3	320
simple gates	1	120
==> final timing paths <==
kind	start	end	slack (ps)	cells past startpoint
max	A[1]	out[1]	80	7
min	B[0]	out[3]	1920	6
==> cell usage after synthesis (2+ instances only) <==
master / count
nand3_1: 2
inv_1: 11
mux2_2: 2
ha_1: 13
mux2i_1: 6
xnor2_1: 2
nor2_1: 7
buf_2: 2
a31oi_1: 3
fa_1: 2
nand2_1: 6
o21ai_0: 2
clkbuf_1: 3
o22ai_1: 4
==> metrics by stage <==
step | utilization, % | hold WS, ps | TNS (ps) | area [sq um]
final | 30.1 | 1920 | 0 | 1030
after global routing | 30.1 | 1990 | -45.5 | 1030
after CTS | 29.6 | 1940 | -1.78 | 1010
after detailed placement | 28.0 | 2270 | -2190 | 957
after global placement | 28.0 | 2270 | -2210 | 957
after floorplan | - | 1390 | 0 | 647
==> cells in the final DEF (no fill, tap or decap), types with 2 or more instances in the layout <==
| master | count |
|---|---|
| buf_4 | 19 |
| inv_1 | 9 |
| ha_1 | 9 |
| nor2_1 | 7 |
| dlygate4sd2_1 | 7 |
| mux2i_1 | 6 |
| nand2_1 | 6 |
| clkdlybuf4s50_1 | 4 |
| a31oi_1 | 3 |
| o22ai_1 | 3 |
| buf_6 | 3 |
| inv_2 | 2 |
| xnor2_1 | 2 |
| o21ai_0 | 2 |
| mux2_2 | 2 |
| nand3_1 | 2 |
| ha_4 | 2 |
| ha_2 | 2 |
| clkdlybuf4s15_2 | 2 |
==> where the power goes <==
group	switching (mW)	internal [mW]
sequential	0	0
combinational	0.0663	0.0828
clock	0	0
total	0.0663	0.0828
No activity file was given, so power comes from the tool's default toggle rates.
